--- design/flow/run.sh ---
#!/bin/bash
# OpenROAD 26Q1-2900-gdf79404cd8, Yosys 0.63+post, stock flow scripts
make -C /OpenROAD-flow-scripts/flow DESIGN_CONFIG=/design/flow/config.mk WORK_HOME=/design/flow/orfs finish
--- design/flow/config.mk ---
export PLATFORM = sky130hd
export DESIGN_NAME = top_level
export DESIGN_NICKNAME = top_level
export VERILOG_FILES = /design/flow/design.v
export SDC_FILE = /design/flow/constraint.sdc
export NUM_CORES = 4
export LEC_CHECK = 1
export CORE_UTILIZATION = 40
--- design/flow/constraint.sdc ---
current_design top_level

set clk_period 9.3
set clk_io_pct 0.2

create_clock -name clk0 -period $clk_period [get_ports {clk}]

set non_clock_inputs [all_inputs -no_clocks]
set_input_delay [expr $clk_period * $clk_io_pct] -clock clk0 $non_clock_inputs
set_output_delay [expr $clk_period * $clk_io_pct] -clock clk0 [all_outputs]
--- design/flow/design.v ---
module adder(R_add, L, S, sign, Sum_M_C, Sub_M_C,lza_count_reg,clk );
input clk;
input [15:0] L, S;               
input sign;                       
input [14:0] Sum_M_C;             
input [13:0] Sub_M_C;            
reg [13:0] Sub_M_CS;                     
input [13:0] lza_count_reg;                
output reg [15:0] R_add;                
always @(posedge clk)
begin
if (L==0 &  S==0)
  begin
  R_add=16'b0;
  end
  else begin
if (L[15]^S[15]==0)            
 begin
R_add[15]=sign;                      
R_add[14:10]=L[14:10]+Sum_M_C[14];   
 if (Sum_M_C[14]==1)
 begin
 R_add[9:0]=Sum_M_C[13:4];
 end 
 else begin
 R_add[9:0]=Sum_M_C[12:3];             
 end
 end 
 else begin                         
R_add[15]=sign;
R_add[14:10]=L[14:10]-lza_count_reg;
Sub_M_CS[13:0]=(Sub_M_C[13:0]<<lza_count_reg);
R_add[9:0]=Sub_M_CS[12:3];          
end
end
end
endmodule
module compare_adder (C_L, C_S, A, B,clk);
input [15:0] A, B;
input clk;
output reg[15:0] C_L, C_S;
always@ (posedge clk)
if (A[14:0]>=B[14:0])
 begin
C_L=A[15:0]; C_S=B[15:0];
 end
 else begin
C_L=B[15:0]; C_S=A[15:0];
 end
endmodule
module convert( float, int8,clk);
input clk;
output [15:0] float;
input [7:0] int8;
reg [4:0] exp;
reg [9:0] mantissa;
integer i;
always @(negedge clk)
begin
if(int8 != 8'b0) 
begin
for(i = 0; i < 8; i = i + 1)
    if(int8[i]) 
      exp = i;
      if(exp < 10)
      mantissa = int8 << (10 - exp);
      else
      mantissa = int8;
      exp = exp + 15;
 end
else begin
 mantissa=0;
exp=0;
    end
end
assign float = {1'b0, exp, mantissa};
endmodule
module main_adder (AA, BB,clk, R_add);
input [15:0] AA, BB; 
input clk;             
output  [15:0] R_add;                
wire [14:0]temp_Sum_M_C; 
wire [13:0]temp_Sub_M_C, temp_lza_count_reg;
wire [15:0]temp_L, temp_S;
compare_adder inst_1  (.C_L(temp_L), .C_S(temp_S), .A(AA), .B(BB),.clk(clk));  
shift_adder inst_2    ( temp_sign, temp_Sum_M_C, temp_Sub_M_C, temp_lza_count_reg, temp_L, temp_S,clk);
adder inst_3          (R_add, temp_L, temp_S, temp_sign, temp_Sum_M_C, temp_Sub_M_C, temp_lza_count_reg,clk );
endmodule
module mux(in1, in2, sel, out);  
input [15:0]in1,in2;
input sel;
output reg [15:0]out;
 always @ (sel)  
 begin : MUX        
   if (sel == 1'b0) begin
      out = in1;
   end else begin
       out = in2 ;
   end
end
endmodule  
module mult(B,C, A, clk);
input  [15:0]A;
input clk;
input [15:0]B;
output reg    [15:0]C;
wire          [5:0]e;   
wire           [21:0]m;  
wire            [10:0]A_m;     
wire            [10:0]B_m;     
reg           [4:0]C_e;  
wire            C_sign;  
reg           [9:0]C_m;  
assign C_sign=(A[15]^B[15]); 
assign e[5:0]=(A[14:10]+B[14:10]-4'b1111); 
assign A_m[10:0]={1'b1, A[9:0]};
assign B_m[10:0]={1'b1, B[9:0]};
assign m[21:0]=(A_m[10:0])*(B_m[10:0]);   
always@(posedge clk)
begin
if (A==0)   
  begin
  C=16'b0;
  end
else begin
    if (m[21]==1'b1) 
    begin
    C_m=m[20:11];
    C_e=e[4:0]+m[21];
    C={C_sign,C_e[4:0],C_m[9:0]};
    end 
    else begin
    C_m=m[19:10];
    C_e=e[4:0]+m[21];
    C={C_sign,C_e[4:0],C_m[9:0]};
    end
end
end
endmodule
module shift_adder ( sign, Sum_M_C, Sub_M_C, lza_count_reg,L, S,clk);
input [15:0] L, S;  
input clk;             
output reg sign;                       
reg [13:0] M_C_L, M_C_S;        
reg [13:0]M_C_Lnew, M_C_Snew;   
output  reg[14:0] Sum_M_C;             
output  reg[13:0] Sub_M_C;            
reg [13:0] Sub_M_CS;                     
output reg [13:0] lza_count_reg;                
reg [4:0] count; 
always@ (*)
begin
M_C_L[13:0]={1'b1, L[9:0], 3'b000};                      
M_C_S[13:0]={1'b1, S[9:0], 3'b000};
sign=L[15];                                              
M_C_Snew[13:0]=M_C_S[13:0]>>(L[14:10]-S[14:10]);         
M_C_Lnew[13:0]=M_C_L[13:0];                              
Sum_M_C[14:0]=M_C_Lnew[13:0]+ M_C_Snew[13:0];            
Sub_M_C[13:0]=M_C_Lnew[13:0]- M_C_Snew[13:0];            
begin 
for( count=0; count<14; count=count+1 ) 
if( Sub_M_C[ count ] ) 
lza_count_reg=13-count; 
end 
end
endmodule
module top_level(f1,f2,p,in_1,in_2,out,clk,clk2);
input [7:0]in_1, in_2;
input clk;
input clk2;
input [15:0]p;   
input [15:0]f1,f2;  
output [15:0]out;
wire [15:0]a,b;
wire [15:0]r1,r2,r3,r4,r5;
convert inst_1(.float(a), .int8(in_1), .clk(clk));  
convert inst_2(.float(b), .int8(in_2), .clk(clk));
mult inst_3(.B(f1), .C(r1), .A(a), .clk(clk));   
mult inst_4(.B(f2), .C(r2), .A(b), .clk(clk));
main_adder inst_5 (.AA(r1), .BB(r2),.clk(clk), .R_add(r3)); 
mux inst_6(.in1(r4), .in2(p), .sel(clk2), .out(r5));  
main_adder inst_7 (.AA(r3), .BB(r5),.clk(clk), .R_add(r4));  
assign out=r4;
endmodule
==> commit_impl_results.txt <==
Refresh implementation metrics

* TritonCTS clock tree: yes
* Dominant comb cell: adder cells
- According to the floorplan report, the placeable core area is 49400 sq um.
- Warnings from Yosys: 7
- Number of antenna violations at the first check in global routing: 0
- CP arrival: 10.83 ns
- CTS Buffer Depth: 2
* DRC marker count from the first detailed-route iteration: 916
- Across all checked pins, the minimum headroom to the slew limit is 0.425.
- Num ports: 82
* Mapped cell area: 20200 sq um
* Type of destination of the critical path: flop
- According to the floorplan report, the die width is 227 um.
* Class of the tightest hold or removal check: reg -> reg
- Nets still carrying antenna violations after routing amount to 0.
- The placement stage leaves a total instance area of 22700 sq um.
- Per the layout area report, the register area comes to 3340 sq um.
- In the synthesized netlist, the number of instances is 2450.
* Quantity of hold-fixing buffers added after cts: 0
- Cell count after placement: 3237
- Actual slew at the worst max-slew pin: 0.860 ns
- Per the synthesis report, the simple-gate share of the synthesized area is 0.176.
* Post-detailed-placement half-perimeter wirelength: 41100 um
- Overall fraction of global-route tracks in use: 0.208
- Dominant flop cell: sky130_fd_sc_hd__dfxtp_1
* Number of buffers inserted during clock tree synthesis: 17
- In the routed design, unresolved DRC markers number 0.
- Insertion delay of the later-clocked pin in the worst-skew pair: 0.46 ns
- Non-Filler Instances: 3325
- Per the finish-stage timing summary, setup violations number 30.
- At the end of routability-driven placement, the weighted congestion stood at 0.928.
- For this configuration, the core starts out at a cell density of 0.409.
- Global-route wire length before repair: 83400 um
* Category of the critical setup timing path: reg -> reg
- Number of fillers in the final layout: 4534
* H-tree depth reported by CTS: 4
* Number of pins exceeding their max-slew limit in the final report: 0
* Result of the run: finished, violations left
- Final routed wire length divided by cell count: 15.0 um
- Max Fanout on Critical Path: 3
- The checks that failed: negative setup slack.
- Row generation in the floorplan step produced 81 rows.
- The timing report gives the clock slew at the launch and capture registers of the worst setup and hold paths as 0.06 ns.
* Req. time, crit path: 9.59 ns
- MUX share of area: 0.0793
- Entering global routing, the biggest net connects 63 pins.
- Number of different library cells in the post-synthesis netlist: 92
- In the final timing run, aggregate negative setup slack is -22.64 ns.
* Root Buffer: sky130_fd_sc_hd__clkbuf_16
* Async set-or-reset flop fraction in the synthesized netlist: 0
* Unrepaired setup endpoints after global routing: yes
* Stage-log warning count: 88
- Area delta synth->final: 19.3%
- Final-report hold violation count: 0
* Die Y: 227 um
- In this run the maximum-capacitance check reported violations numbering 0.
- Count of unclocked register or latch pins: 8
- Crit path setup slack, layout: -1.23 ns
* Post-Syn Area per Cell: 8.24 sq um
* Global-route congestion overflow total: 0
- Count of instantiated cells in the yosys netlist: 2450
- Logged for this run, the post-placement worst setup slack is -1.32 ns.
- Input/output buffers: 81
* Startpoint type of the worst setup path: flop
- 8 endpoints have no timing constraint.
- Detailed routing inserted a total of 17200 vias.
* Aoi share: 0.154
- The cell-mix breakdown from Yosys lists the XOR/XNOR area share as 0.0398.
- The final report gives the standard cell area, fillers excluded, as 24100 sq um.
- The synthesis stat section lists a flop and latch total of 166.
* Number of global-route vias before repair: 16800
* Via-per-instance ratio: 5.18
- The area recorded from the Yosys report for this design is 20200 sq um.
- Iteration tally of the first detailed-router pass: 5
- The synthesized design contains 0 enable-type register cells.
- Per the synthesis report, the adder-cell share of the synthesized area is 0.305.
* Wirelength, routed: 50000 um
- Die area: 51400 sq um
* Combined area of the multi-input logic cells: 15700 sq um
- The number of antenna diodes in the final layout is 0.
* Clock skew: 0.0280 ns
- The layout summary lists the proportion of cells stronger than drive strength 1 as 0.156.
## final timing paths
kind	endpoint	slack, ns	startpoint	cells after the start
max reg2reg	inst_4.C[14]	-1.23	inst_2.mantissa[2]	27
min	inst_5.inst_3.R_add[15]	0.46	inst_5.inst_1.C_L[15]	0
min reg2reg	inst_5.inst_3.R_add[15]	0.46	inst_5.inst_1.C_L[15]	0
max	inst_4.C[14]	-1.23	inst_2.mantissa[2]	27
## cells in the final DEF (no fill, tap or decap), drive strengths merged, types with 22 or more instances in the layout
cell type      synthesis  final
inv                  347    382
nand2                227    227
ha                   226    226
nor2                 196    196
buf                   12    169
fa                   166    166
dfxtp                158    158
a21oi                147    147
o21ai                101    101
and2                  84     84
clkdlybuf4s50          0     81
mux2i                 70     70
mux2                  58     58
xnor2                 55     55
a21o                  46     46
nor3                  41     41
xor2                  36     36
nor4                  33     33
nand3                 30     30
nand2b                27     27
a211oi                27     27
or3                   23     23
nor2b                 22     22
## stage by stage
| stage | hold WS [ns] | util |
|---|---|---|
| 2_1_floorplan | 0.426 | - |
| 3_3_place_gp | 0.453 | 0.461 |
| 3_5_place_dp | 0.459 | 0.461 |
| 4_1_cts | 0.468 | 0.481 |
| 5_1_grt | 0.479 | 0.488 |
| 6_report | 0.462 | 0.488 |
## worst max-delay path, cell delays in order (launching register included)
cell and delay, ns:
sky130_fd_sc_hd__dfxtp_2 0.32, sky130_fd_sc_hd__and2_4 0.15, sky130_fd_sc_hd__fa_1 0.49, sky130_fd_sc_hd__inv_2 0.04, sky130_fd_sc_hd__fa_1 0.51, sky130_fd_sc_hd__inv_2 0.04, sky130_fd_sc_hd__fa_2 0.46, sky130_fd_sc_hd__fa_1 0.52
sky130_fd_sc_hd__inv_2 0.04, sky130_fd_sc_hd__fa_1 0.51, sky130_fd_sc_hd__inv_2 0.05, sky130_fd_sc_hd__ha_4 0.24, sky130_fd_sc_hd__a21oi_2 0.14, sky130_fd_sc_hd__o22ai_2 0.10, sky130_fd_sc_hd__nor2_2 0.14, sky130_fd_sc_hd__nor2_2 0.06
sky130_fd_sc_hd__a21oi_4 0.17, sky130_fd_sc_hd__a31oi_4 0.12, sky130_fd_sc_hd__mux2i_2 0.19, sky130_fd_sc_hd__or2_4 0.28, sky130_fd_sc_hd__nand2b_4 0.08, sky130_fd_sc_hd__nand2_4 0.05, sky130_fd_sc_hd__ha_4 0.16, sky130_fd_sc_hd__fa_2 0.36
sky130_fd_sc_hd__a21o_1 0.17, sky130_fd_sc_hd__a21oi_2 0.12, sky130_fd_sc_hd__xnor2_1 0.13, sky130_fd_sc_hd__nor2_1 0.06
## area by class of cell
class | count | share of cell area
Multi-Input combinational cell | 1835 | 0.653
Clock inverter | 41 | 0.00935
Sequential cell | 166 | 0.139
Clock buffer | 20 | 0.0194
Timing Repair Buffer | 251 | 0.0912
Inverter | 348 | 0.0542
Tap cell | 664 | 0.0345
## logic make-up (layout without fill, tap and decap cells)
family / count (synthesis) / after routing
flip-flops: 158 / 158
XOR/XNOR: 91 / 91
latches: 8 / 8
AND/OR/NAND/NOR: 741 / 741
multiplexers: 139 / 139
AND-OR/OR-AND: 472 / 472
buffers and inverters: 449 / 660
adder cells (fa/ha/maj): 392 / 392
## Yosys cell counts, types with 22 or more instances
library cell / instances / area share
sky130_fd_sc_hd__a211oi_1: 26 / 0.0097
sky130_fd_sc_hd__a21o_1: 46 / 0.017
sky130_fd_sc_hd__a21oi_1: 145 / 0.036
sky130_fd_sc_hd__and2_1: 84 / 0.026
sky130_fd_sc_hd__clkbuf_1: 88 / 0.016
sky130_fd_sc_hd__dfxtp_1: 158 / 0.16
sky130_fd_sc_hd__fa_1: 166 / 0.16
sky130_fd_sc_hd__ha_1: 226 / 0.14
sky130_fd_sc_hd__inv_1: 345 / 0.064
sky130_fd_sc_hd__mux2_2: 58 / 0.032
sky130_fd_sc_hd__mux2i_1: 70 / 0.035
sky130_fd_sc_hd__nand2_1: 227 / 0.042
sky130_fd_sc_hd__nand2b_1: 27 / 0.0084
sky130_fd_sc_hd__nand3_1: 30 / 0.0074
sky130_fd_sc_hd__nor2_1: 196 / 0.036
sky130_fd_sc_hd__nor2b_1: 22 / 0.0068
sky130_fd_sc_hd__nor3_1: 41 / 0.010
sky130_fd_sc_hd__nor4_1: 33 / 0.010
sky130_fd_sc_hd__o21ai_0: 86 / 0.021
sky130_fd_sc_hd__or3_1: 23 / 0.0071
sky130_fd_sc_hd__xnor2_1: 54 / 0.023
sky130_fd_sc_hd__xor2_1: 36 / 0.016
## what timing repair did
item / 4_1_cts / 5_1_grt
cloned: 1 / 1
setup endpoints to repair: 30 / 30
setup buffers: 11 / 18
resized: 62 / 59
pin swaps: 34 / 31
## layer usage
metal  share of wire  vias up  routed length (um)  track usage
li1                -     8669                   -            -
met2            0.45      374               22300        0.322
met3           0.050       38                2500       0.0366
met1            0.49     8152               24600        0.319
met4           0.012        0                 578       0.0242
met5               0        -                   0            0
